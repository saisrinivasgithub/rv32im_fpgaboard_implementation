`flow/run.sh`:
```
#!/bin/bash
# OpenROAD 26Q1-2900-gdf79404cd8, Yosys 0.63+post, stock flow scripts
make -C /OpenROAD-flow-scripts/flow DESIGN_CONFIG=/design/flow/config.mk WORK_HOME=/design/flow/orfs finish
```
`flow/config.mk`:
```
export PLATFORM = sky130hd
export DESIGN_NAME = bin2bcd
export DESIGN_NICKNAME = bin2bcd
export VERILOG_FILES = /design/flow/design.v
export SDC_FILE = /design/flow/constraint.sdc
export NUM_CORES = 4
export LEC_CHECK = 1
export CORE_UTILIZATION = 30
```
`flow/design.v`:
```
`timescale 1ns / 1ps
module bin2bcd(
   input [13:0] bin,
   output reg [15:0] bcd
   );
integer i;
always @(bin) begin
    bcd=0;		 	
    for (i=0;i<14;i=i+1) begin					 
        if (bcd[3:0] >= 5) bcd[3:0] = bcd[3:0] + 3;		 
	if (bcd[7:4] >= 5) bcd[7:4] = bcd[7:4] + 3;
	if (bcd[11:8] >= 5) bcd[11:8] = bcd[11:8] + 3;
	if (bcd[15:12] >= 5) bcd[15:12] = bcd[15:12] + 3;
	bcd = {bcd[14:0],bin[13-i]};				 
    end
end
endmodule
```
`flow/constraint.sdc`:
```
current_design bin2bcd

set clk_period 21.1
set clk_io_pct 0.2

create_clock -name clk0 -period $clk_period

set non_clock_inputs [all_inputs -no_clocks]
set_input_delay [expr $clk_period * $clk_io_pct] -clock clk0 $non_clock_inputs
set_output_delay [expr $clk_period * $clk_io_pct] -clock clk0 [all_outputs]
```
==> impl_metrics.ini <==
; physical design summary
[global_route]
grt_start_max_net_pins = 23
busiest_layer = met2
grt.overflow.total = 0
grt_pass1_vias = 3675
met1_usage_pct = 20.67
grtUsageMet3_pct = 0.05244
met2_usage_pct = 24.10
track_usage_pct = 13.90
grt_pass1_wl_mm = 16.32
antenna_found_initial = 0

[logic_synthesis]
synth.distinct_cells = 104
synthesis.area_um2 = 3976
topCombFamilyByArea = AND-OR/OR-AND gates
seq_area_frac_synth_pct = 0
largest_area_cell = ha_1
yosysTopAreaCellShare_pct = 7.237
simple_gate_share_pct = 25.20
yosysWarnings = 1
yosys_cells = 567
common_cells = nor2_1 (58), nand2_1 (41), a21oi_1 (36)
synthMuxAreaShare_pct = 8.999
ys_sh_xor_pct = 6.199
adder_share_pct = 7.772
top_cells_by_area = ha_1 (7.2%), mux2i_1 (5.5%), nor2_1 (5.5%)
yosys_area_um2 = 3976
most_common_cell = nor2_1
synth_area_per_cell_um2 = 7.013
ys_sh_aoi_pct = 44.78
syn_inst = 567

[worst_setup_path]
start_kind = primary input
critical_path.top_delay_family = AND-OR/OR-AND gates
cpPeakStageDelay_ns = 0.64
crit_arrival_ns = 15.04
worst_path_most_repeated_cell = ha_1
path_buffers = 8
critPathMaxFanout = 11
cp_slowest_cell = clkdlybuf4s50_1
critical_path_class = primary input to output pin
cp-end-kind = output pin
required_ns = 16.88

[detailed_routing]
wl_mm = 9.336
wire_per_inst_um = 12.60
drt_iter0_markers = 292
n_antenna_cell = 0
ant_nets = 0
vias_per_cell = 5.734
firstDrtPassIters = 5
remaining_drc_errors = 0
via_count = 4249

[hold_path]
holdCritPathClass = primary input to output pin
hold_path_depth = 0
holdPathEnd = bcd[0]
worstHoldStart = bin[0]

[timing]
final-hold-violation-count = 0
min_period_ns = 19.26
setup_viol = 0
max_slew_margin_pct = 41.44
finalCritPeriodShare_pct = 91.28
max_clock_freq_mhz = 51.92
worst_pin_slew_ns = 0.8731
rsz0062_at_grt = false
final.setup.tns_ns = 0
maxSlewViolCount = 0
hold_slack_ns = 8.440

[floorplanning]
die_w_um = 117.1
rows = 41
ios = 30
dieArea_um2 = 13720
fp_util_pct = 31.13
core_um2 = 12770
die_y_um = 117.1

[final_layout]
syn2layout_area_growth_pct = 9.125
nClkBuffers = 0
final_layout_size_suffix_gt1_share_pct = 11.60
final_cell_area_um2 = 4339
nFlopsAndLatches = 0
flop_area_um2 = 0
utilization_pct = 33.97

[status]
status = finished clean

[cts]
holdBufCountCts = 0
cts_setup_buffers = 0
cts-resized-gates = 0

[run]
tool_warnings = 37
maxCapViolCount = 0

[placed_design]
port_buffers = 28
post_dp_cell_area_um2 = 4339
place_congestion = 0.8608
place_hpwl_mm = 7.195
worst max-delay path by stage:
stage,from,to,slack (ns),depth (start not counted)
after CTS,bin[12],bcd[8],1.92,47
after global routing,bin[12],bcd[14],0.87,50
final,bin[12],bcd[8],1.84,44
metrics by stage:
step                cells  setup WS, ns
finish                741         1.840
global route          741        0.8733
CTS                   741         1.922
detailed placement    741         1.956
global placement      741         2.213
floorplan             567         4.088
area by class of cell:
cell class | count | area [um2]
Fill cell | 1314 | 8434
Timing Repair Buffer | 30 | 295.3
Multi-Input combinational cell | 505 | 3696
Tap cell | 172 | 215.2
Inverter | 34 | 132.6
layout by cell type, fill, tap and decap left out, drive strengths merged, types with 9 or more instances in the layout:
cell / count
nor2b: 9
o21ai: 34
nand2: 41
nor2: 61
xnor2: 16
nand3: 18
inv: 32
a211oi: 14
a21oi: 41
a31oi: 13
nor3: 17
ha: 23
mux2: 10
o22ai: 11
a21o: 9
o211ai: 16
clkdlybuf4s50: 28
mux2i: 23
logic make-up (layout without fill, tap and decap cells):
family          count (synthesis)  after routing
fa+ha+maj                      25             25
buf+inv                        62             64
mux                            33             33
xor+xnor                       21             21
simple gates                  198            198
compound gates                228            228
layer usage:
metal / vias up / routed length (um) / share of wire [%]
met1: 1955 / 4709 / 50
met4: 0 / 0 / 0
met5: - / 0 / 0
met3: 0 / 308 / 3.3
met2: 82 / 4318 / 46
li1: 2212 / - / -
