==> flow/design.v <==
module ID_EX_Buffer (
    input ID_EX_ce,        
    input ID_EX_clk,       
    input ID_EX_rst,       
    input ID_EX_nop,      
    input rs1_valid_D,
    input rs2_valid_D,
    input rd_valid_D,
    input [4:0]reg_read_addr_1_D,
    input [4:0]reg_read_addr_2_D,
    input [31:0] reg_read_data_1_D,
    input [31:0] reg_read_data_2_D,
    input [4:0]reg_write_dest_D,
    input [31:0] immediate_D,
    input [31:0]PCplus4_D,
    input [31:0]PC_D,
    input PCnew_D,
    input [31:0] PCin1_D,
    input [3:0] alu_op_D,
    input mem_read_D, mem_write_D, selRs2Imm_D, selRs1PC_D, gprs_we_i_D,
    input ebreak_D,
    input ld_D,
    input jal_D,
    input jalr_D,
    input lui_D,
    input auipc_D,
    input byte_D, half_word_D, full_word_D, byteU_D, half_wordU_D,
    input [1:0] sn_D,
    input Mul_en_D, Div_en_D,
    input [1:0] M_sel_D,
    input result_sel_D,  
    output reg rs1_valid_E,
    output reg rs2_valid_E,
    output reg [4:0]reg_read_addr_1_E,
    output reg[4:0]reg_read_addr_2_E,
    output reg [31:0] reg_read_data_1_E,
    output reg [31:0] reg_read_data_2_E,
    output reg [4:0]reg_write_dest_E,
    output reg [31:0] immediate_E,
    output reg [31:0]PCplus4_E,
    output reg  [31:0]PC_E,
    output reg PCnew_E,
    output reg [31:0] PCin1_E,
    output reg [3:0] alu_op_E,
    output reg mem_read_E, mem_write_E, selRs2Imm_E, selRs1PC_E, gprs_we_i_E,
    output reg ebreak_E,
    output reg ld_E,
    output reg jal_E,
    output reg jalr_E,
    output reg lui_E,
    output reg auipc_E,
    output reg byte_E, half_word_E, full_word_E, byteU_E, half_wordU_E,
    output reg [1:0] sn_E,
    output reg Mul_en_E, Div_en_E,
    output reg [1:0] M_sel_E,
    output reg result_sel_E  
);
wire clk_enabled = ID_EX_clk;
    always @(posedge clk_enabled ) begin if(ID_EX_ce)begin
        if (ID_EX_rst | ID_EX_nop) begin
            rs1_valid_E<=0;
            rs2_valid_E<=0;
            reg_read_addr_1_E<=0;
            reg_read_addr_2_E<=0;
            reg_read_data_1_E <= 0;
            reg_read_data_2_E <= 0;
            reg_write_dest_E<=0;
            immediate_E <= 0;
            PCplus4_E<=0;
            PC_E<=0;
            PCnew_E <=0 ;
            PCin1_E <= 0;
            alu_op_E <= 0;
            mem_read_E <= 0;
            mem_write_E <= 0;
            selRs2Imm_E <= 0;
            if(ID_EX_rst)begin
                        ebreak_E<=0;end
            selRs1PC_E <= 0;
            gprs_we_i_E <= 0;
            ld_E <= 0;
            jal_E <= 0;
            jalr_E <= 0;
            lui_E <= 0;
            auipc_E <= 0;
            byte_E <= 0;
            half_word_E <= 0;
            full_word_E <= 0;
            byteU_E <= 0;
            half_wordU_E <= 0;
            sn_E <= 0;
            Mul_en_E <= 0;
            Div_en_E <= 0;
            M_sel_E <= 0;
            result_sel_E <= 0;
        end
         else begin 
            rs1_valid_E<=rs1_valid_D;
            rs2_valid_E<=rs2_valid_D;
            reg_read_addr_1_E<=reg_read_addr_1_D;
            reg_read_addr_2_E<=reg_read_addr_2_D;
            reg_read_data_1_E <= reg_read_data_1_D;
            reg_read_data_2_E <= reg_read_data_2_D;
            reg_write_dest_E<=reg_write_dest_D;
            immediate_E <= immediate_D;
            PCplus4_E<=PCplus4_D;
            PC_E<=PC_D;
            PCnew_E <= PCnew_D;
            PCin1_E <= PCin1_D;
            alu_op_E <= alu_op_D;
            mem_read_E <= mem_read_D;
            mem_write_E <= mem_write_D;
            ebreak_E<=ebreak_D;
            selRs2Imm_E <= selRs2Imm_D;
            selRs1PC_E <= selRs1PC_D;
            gprs_we_i_E <= gprs_we_i_D;
            ld_E <= ld_D;
            jal_E <= jal_D;
            jalr_E <= jalr_D;
            lui_E <= lui_D;
            auipc_E <= auipc_D;
            byte_E <= byte_D;
            half_word_E <= half_word_D;
            full_word_E <= full_word_D;
            byteU_E <= byteU_D;
            half_wordU_E <= half_wordU_D;
            sn_E <= sn_D;
            Mul_en_E <= Mul_en_D;
            Div_en_E <= Div_en_D;
            M_sel_E <= M_sel_D;
            result_sel_E <= result_sel_D;
        end
    end
end
endmodule
==> flow/run.sh <==
#!/bin/bash
# OpenROAD 26Q1-2900-gdf79404cd8, Yosys 0.63+post, stock flow scripts
make -C /OpenROAD-flow-scripts/flow DESIGN_CONFIG=/design/flow/config.mk WORK_HOME=/design/flow/orfs finish
==> flow/config.mk <==
export PLATFORM = sky130hd
export DESIGN_NAME = ID_EX_Buffer
export DESIGN_NICKNAME = ID_EX_Buffer
export VERILOG_FILES = /design/flow/design.v
export SDC_FILE = /design/flow/constraint.sdc
export NUM_CORES = 4
export LEC_CHECK = 1
export CORE_AREA = 10 10 265 265
export DIE_AREA = 0 0 275 275
==> flow/constraint.sdc <==
current_design ID_EX_Buffer

set clk_period 8.3
set clk_io_pct 0.2

create_clock -name clk0 -period $clk_period [get_ports {ID_EX_clk}]

set non_clock_inputs [all_inputs -no_clocks]
set_input_delay [expr $clk_period * $clk_io_pct] -clock clk0 $non_clock_inputs
set_output_delay [expr $clk_period * $clk_io_pct] -clock clk0 [all_outputs]
==> results.yml <==
# synthesis and place-and-route metrics
setup_path:
  path_max_fanout: 83
  cpLargestDelayFamily: "buffers and inverters"
  cpMostUsedCell: "buf_4"
  cp_slowest_stage_delay_ns: 0.58
  crit_type: "in -> reg"
  crit_path_end_kind: "flop"
  slowest_stage: "buf_4"
  cp_num_buf_inv: 3
  start_kind: "input pin"
  worstPathRequired_ns: 8.73
  path_cells: "clkdlybuf4s50_1 > nor2_4 > buf_4 > buf_4 > and2_1"
  cp.arrival_ns: 3.84
place:
  port_buffers: 477
  dp.final_hpwl_um: 22100
  place_congestion: 0.795
global_routing:
  antenna_found_initial: 3
  grt-ovfl-total: 0
  grt_usage: 0.0728
  grt_max_degree: 97
  grt_pass1_vias: 6211
  grt_pass1_wl_um: 40500
clock_tree:
  clkTransAtPathRegs_ns: 0.06
  clkSinkCount: 237
  numCtsBuffers: 28
  post_cts_buffers: 0
  ctsResizeCount: 0
  cts_tree: "done"
  ctsHoldBuffers: 0
  cts_buffer_depth: 3
  root_buffer: "clkbuf_16"
  ctsHtreeMaxLevel: 1
pwr:
  clock_power_share: 0.399
  powerDensity_nw_per_um2: 192
  internal_power_w: 0.00235
  leakage_nw: 5.27
  ir_drop_v: 0.000133
  p_sw_w: 0.000600
  comb_power_share: 0.115
  seq_power_share: 0.486
  netSwitchingFraction: 0.203
synthesis:
  synthDistinctLibCells: 8
  yosys.stat.seqShare: 0.804
  ys_warn_count: 1
  yosysChipArea_um2: 8850
  syn-instance-count: 503
  synth.avg_cell_area_um2: 17.6
  synth_flops: 237
  ys_cells: 503
  syn_area_um2: 8850
timing:
  min_period_over_period: 0.411
  finalSetupTns_ns: 0
  fmax_ghz: 0.293
  rsz0062_at_grt: "no"
  maxSlewHeadroom: 0.470
  tightest_slew_ns: 0.795
  hold_viol: 0
  drv_slew: 0
  setup_viol: 0
  fin_crit_ns: 3.41
  whs_ns: 1.56
floorplan:
  fp_util: 0.137
  die_h_um: 275
  ios: 479
  dieArea_um2: 75600
  dieWidth_um: 275
  fp.coreArea_um2: 64500
  rows: 93
routing:
  first_iter_violations: 234
  drtPass1Iterations: 5
  final_antenna_net_count: 0
  vias: 5764
  routedWlPerCell_um: 15.6
  drc_errors: 0
  routed_via_density: 3.09
  wl_um: 29100
job:
  cap_viol_max_count: 0
  tool_warnings: 26
cells_and_area:
  regArea_um2: 7120
  area_growth_pct: 73.8
  logic_area_um2: 1500
  fillers: 6639
  drive_above_1_share: 0.0447
worst_hold_path:
  min_to: "reg_read_data_1_E[2]$_SDFFCE_PP0P_"
  min_from: "ID_EX_ce"
  min_path_type: "in -> reg"
  hold_depth: 1
run_status:
  status: "completed"
==> worst max path at each step <==
stage | to | cells after the start | slack [ns] | startpoint
6_report | PC_E[21]$_SDFFCE_PP0P_ | 5 | 4.89 | ID_EX_nop
4_1_cts | PC_E[21]$_SDFFCE_PP0P_ | 5 | 4.87 | ID_EX_nop
5_1_grt | PC_E[21]$_SDFFCE_PP0P_ | 5 | 4.68 | ID_EX_nop
==> cell usage after synthesis <==
cell	n	area, um^2
a21boi_0	1	7.51
and2_1	237	1480
buf_2	1	5.00
buf_4	14	105
buf_6	11	124
edfxtp_1	237	7120
inv_1	1	3.75
nor2_2	1	6.26
==> power groups by stage <==
stage	sequential (W)	clock [W]	combinational [W]
CTS	0.00144	0.00123	0.000349
global route	0.00145	0.00127	0.000368
finish	0.00144	0.00118	0.000339
==> final cells by class <==
cell class                      count  area share
Antenna cell                        2    0.000325
Clock buffer                       34      0.0484
Clock inverter                     13     0.00781
Inverter                            1    0.000244
Multi-Input combinational cell    239      0.0976
Sequential cell                   237       0.463
Tap cell                          855      0.0695
Timing Repair Buffer              483       0.314
==> state kept, by name, indices dropped and copies added, names as in the netlist, 2 cells and up <==
signal and cells:
sn_E 2, reg_read_data_1_E 32, reg_write_dest_E 5, reg_read_addr_2_E 5, reg_read_addr_1_E 5, PC_E 32, reg_read_data_2_E 32, PCplus4_E 32
M_sel_E 2, alu_op_E 4, immediate_E 32, PCin1_E 32
==> cells in the final DEF, fill, tap and decap left out, drive strengths merged <==
cell type      netlist  routed
bufinv               0       2
clkdlybuf4s50        0     476
inv                  1       1
edfxtp             237     237
a21boi               1       1
nor2                 1       1
clkinv               0      11
buf                 26       7
and2               237     237
diode                0       2
clkbuf               0      34
==> routing by layer <==
metal / routed length (um) / global-route usage
met1: 10700 / 0.0842
met2: 13200 / 0.115
met3: 4470 / 0.0445
met4: 686 / 0.0157
met5: 0 / 0
==> metrics by stage <==
stage	util	cells	worst slack, ns	total power [W]	instance area [um^2]
global placement	0.225	1815	4.31	0.00181	14500
floorplan	-	503	5.92	0.00148	8850
CTS	0.239	1862	4.87	0.00302	15400
finish	0.239	1864	4.89	0.00296	15400
global route	0.239	1862	4.68	0.00308	15400
detailed placement	0.225	1815	4.25	0.00181	14500
==> kinds of logic (layout without fill, tap and decap cells) <==
family | Yosys count | after routing | synth area share
and+or+nand+nor | 238 | 238 | 0.168
DFF | 237 | 237 | 0.804
buffers and inverters | 27 | 531 | 0.0269
AOI/OAI and AO/OA | 1 | 1 | 0.000848
other | 0 | 2 | 0
Power and IR drop assume default switching activity.
